==> ./design.v <==
`timescale 1ns / 1ps
module alu #(
    parameter WIDTH = 32
)(
        input logic [WIDTH-1:0] op1,
        input logic [WIDTH-1:0] op2,
        input logic [3:0] alu_ctrl,
        output logic [WIDTH-1:0] alu_result,
        output logic zero,
        output logic less
    );
    always @(*) begin
        case (alu_ctrl)
            4'b0000: alu_result = op1 + op2;  
            4'b0001: alu_result = op1 - op2;  
            4'b0010: alu_result = ($signed(op1) < $signed(op2)) ? 1 : 0;  
            4'b0011: alu_result = (op1 < op2) ? 1 : 0;  
            4'b0100: alu_result = op1 ^ op2;  
            4'b0101: alu_result = op1 | op2;  
            4'b0110: alu_result = op1 & op2;  
            4'b0111: alu_result = op1 << op2;  
            4'b1000: alu_result = $signed(op1) >>> op2;  
            4'b1001: alu_result = op1 >> op2;  
            4'b1010: alu_result = op2;  
            default: alu_result = {WIDTH{1'b0}};  
        endcase
    end
    assign zero = ~|alu_result;
    assign less = (op1 < op2) | ($signed(op1) < $signed(op2));  
endmodule
==> ./run.sh <==
#!/bin/bash
# OpenROAD 26Q1-2900-gdf79404cd8, Yosys 0.63+post, stock flow scripts
make -C /OpenROAD-flow-scripts/flow DESIGN_CONFIG=/design/flow/config.mk WORK_HOME=/design/flow/orfs finish
==> ./config.mk <==
export PLATFORM = sky130hd
export DESIGN_NAME = alu
export DESIGN_NICKNAME = alu
export VERILOG_FILES = /design/flow/design.v
export SDC_FILE = /design/flow/constraint.sdc
export NUM_CORES = 4
export LEC_CHECK = 1
export CORE_UTILIZATION = 30
==> ./constraint.sdc <==
current_design alu

set clk_period 27.4
set clk_io_pct 0.2

create_clock -name clk0 -period $clk_period

set non_clock_inputs [all_inputs -no_clocks]
set_input_delay [expr $clk_period * $clk_io_pct] -clock clk0 $non_clock_inputs
set_output_delay [expr $clk_period * $clk_io_pct] -clock clk0 [all_outputs]
==> run notes <==
This memo summarizes the results of the implementation run.

Drt
Detailed routing inserted a total of 14230 vias. The average wire length per cell after detail routing is 34.9 um. The number of remaining DRC errors is 0.

The detail route stage leaves a number of antenna-violating nets equal to 0. The first detailed-routing pass took 6 iterations. After detailed routing, the number of vias per cell comes to 6.85. The detailed router's first-iteration violation count is 1570. The wire length recorded after detailed routing is 72500 um.

Placed design
The buffer_ports step reported a buffer count of 102. The final weighted congestion recorded by global placement is about 1.1. The half-perimeter wire length after detailed placement is approximately 57000 um. Before CTS, the worst setup slack after placement is 10290 ps.

The placement stage leaves a total instance area of 12200 sq um. The count of placed standard cells including taps is slightly above 2000.

Final timing
The pin closest to its max-slew limit shows a slew of 1110 ps. Setup repair after global routing left no endpoint under its margin. Endpoints failing hold in the final report were tallied at 0. Hold timing on the final database bottoms out at a slack of 12100 ps.

The worst slew margin relative to its limit is 25.2%. The number of slew-limit violations in the final report is 0. Per the finish-stage timing summary, setup violations number 0. Timing would allow up to 58.1 MHz.

In the post-route analysis, the smallest setup slack over all paths is slightly above 10000 ps. The routed design could run at a clock period as short as 17210 ps. The post-route clock period utilization is 62.8%.

Setup total negative slack on the finished layout was measured at 0 ps.

Power
The static power due to leakage is around 4.8 nW. The worst vdd rail ir drop is 0.00872 mV. In the power breakdown, the internal column shows a little under 100 uW. The switching part of the total is 63.6%. Total power for the finished layout comes to 269 uW. The net switching power in the latest report is 171 uW. The cell area power density is 22.0 nW/um^2.

Layout
The number of flip-flops and latches is 0. The most frequent logic cell in the layout is sky130_fd_sc_hd__nor2_1. The final cell area excluding filler cells is roughly 12000 sq um.

The layout summary lists the proportion of cells stronger than drive strength 1 as a little over a tenth. The footprint of the multi-input gates is a little under 10000 sq um. The area occupied by registers is 0 sq um. The post-route utilization of the core is recorded as 35.2%. The number of clock buffer instances in the layout is 0. Fill cells in the final layout number about 3800. By instance count after routing, the leading logic cell types are sky130_fd_sc_hd__nor2_1, sky130_fd_sc_hd__nand2_1, sky130_fd_sc_hd__a21oi_1. The layout-stage area growth over the synthesis result is 15.1%. The count of cells in the finished layout, fillers not included, comes to 2077.

Global routing
The number of antenna violations at the first check in global routing is 3. Entering global routing, the biggest net connects 61 pins. The global route stage reports its total congestion overflow as 0. The first global-routing pass estimated 102000 um of wire. Overall routing resource usage recorded by global route was 40.7%. The number of global-route vias before repair was 13207.

Floorplan
The area of the core is between 30000 and 40000 sq um. After floorplanning, the die was sized to cover ~36000 sq um. The initial standard-cell utilization of the core is 30.6%. The die is 190 um wide.

In this run the count of I/O pins placed on the die edge is 102. In this run the core area contains 68 standard-cell rows. The floorplan die height is between 150 and 200 um.

CTS
After clock tree synthesis, the repair step resized 0 gates. The post-cts hold-fix buffer tally is 0. Looking at the post-CTS report, the setup buffer insertion count equals 0.

Run
OpenROAD emitted warnings numbering roughly 96. The number of max-capacitance violations reported is 0.

Synthesis
The sequential-to-total area share from yosys stat is 0%. The synthesis area per yosys is 10600 sq um. Yosys mapped the design onto 95 distinct sky130hd cell types. Per the post-synthesis stats, the area per cell is 6.81 sq um.

The cell count after synthesis came out at around 1600. The synthesis report lists the Yosys warning total as 1. In this run the cell area of the synthesized design comes to between 10000 and 15000 sq um. The cell count in the Yosys report is ~1600.

Worst hold path
The depth of the worst hold-timing path is 4. In the hold report, the worst path ends at alu_result[8]. The startpoint identified for the worst hold timing path is op2[4]. The type recorded for the worst min-delay path is input pin to output pin.

Critical path
Broken down by cell family, the worst path's largest delay share belongs to buffers and inverters. By startpoint and endpoint, the worst setup path is classified as input pin to output pin. The most frequent cell on the critical path is sky130_fd_sc_hd__buf_4. The library cell contributing the largest single delay on the critical path is sky130_fd_sc_hd__ha_1.

According to the timing report, the critical path is launched from op2[5]. The delay of the slowest cell on the worst path is a little under 600 ps. STA classifies the critical path startpoint as an input pin. The critical path contains buffers and inverters numbering 7 combined. Data arrives at the worst endpoint at approximately 12000 ps. In this run the worst path has a maximum fanout of 16. The data required time of the critical path is 21920 ps.

The worst setup path is captured at an output pin.

Status
The run finished with clean final reports.
[final cells by class]
| cell class | count | area share [%] |
|---|---|---|
| multi-input combinational | 1334 | 78.9 |
| timing repair buffer | 184 | 13.2 |
| tap | 455 | 4.66 |
| inverter | 101 | 3.10 |
| antenna | 3 | 0.0614 |
[synth_stat cells, drive strengths merged, types with 7 or more instances]
master	number	share of area (%)
o211ai	40	2.8
a2111oi	8	0.66
nand2b	17	1.0
nand4	9	0.53
a211oi	35	2.5
buf	64	3.6
nor2	160	5.7
and2	10	0.59
nand2	157	5.6
nand3	42	2.0
a221oi	19	1.6
mux2i	58	5.6
o221ai	9	0.74
o32ai	10	0.83
o21bai	8	0.57
a211o	12	0.99
ha	97	11
o31ai	14	0.99
inv	99	3.5
or3	17	1.0
a31oi	16	0.94
nor2b	19	1.1
nor4	23	1.5
a21o	10	0.71
mux4	48	10
a21boi	7	0.50
a21oi	116	5.5
clkbuf	60	2.2
o2111ai	9	0.74
o21a	12	0.85
a22oi	24	1.7
nor3	63	3.0
o22ai	20	1.2
or2	8	0.47
mux2	16	1.8
xnor2	10	0.83
a221o	9	0.85
o21ai	102	4.8
[logic make-up (layout without fill, tap and decap cells)]
logic type	after synthesis	after routing	share of synthesized area, %
AOI/OAI and AO/OA	551	551	35.8
muxes	122	122	17.7
adders and majority gates	99	99	11.8
buffers and inverters	225	285	9.34
other	0	3	0
and+or+nand+nor	552	552	24.5
xor gates and xnor gates	10	10	0.825
[power groups by stage]
stage | logic (mW) | registers, mW | clock network, mW
global route | 0.281 | 0 | 0
CTS | 0.259 | 0 | 0
[worst max path at each step]
stage	endpoint	slack (ps)	cells past startpoint
final	zero	10190	26
after CTS	zero	10250	26
after global routing	zero	9720	26
[tightest hold or removal path, stage by stage]
cell,delay (ps)
sky130_fd_sc_hd__buf_2,200
sky130_fd_sc_hd__nand2_1,180
sky130_fd_sc_hd__a211o_1,230
sky130_fd_sc_hd__clkdlybuf4s50_1,520
[layer usage]
layer	vias to the layer above	global-route usage, %	routed length [um]
li1	6077	-	-
met1	6952	56.3	30400
met2	1008	59.6	30600
met3	191	11.0	7600
met4	2	17.3	3960
met5	-	0	18
Power is estimated from default activity; no workload was simulated.
