==> flow/design.v <==
`timescale 1ns / 1ps
module n_bit_reg #(parameter n = 64)
(
input logic clk, 
input logic reset_n, 
input logic [n -1:0] data_in, 
output logic [n -1:0] data_out
    );
always @(posedge clk, negedge reset_n)
begin
    if (!reset_n) 
        data_out<=0;
    else 
        data_out <= data_in;
    end    
endmodule
==> flow/run.sh <==
#!/bin/bash
# OpenROAD 26Q1-2900-gdf79404cd8, Yosys 0.63+post, stock flow scripts
make -C /OpenROAD-flow-scripts/flow DESIGN_CONFIG=/design/flow/config.mk WORK_HOME=/design/flow/orfs finish
==> flow/config.mk <==
export PLATFORM = sky130hd
export DESIGN_NAME = n_bit_reg
export DESIGN_NICKNAME = n_bit_reg
export VERILOG_FILES = /design/flow/design.v
export SDC_FILE = /design/flow/constraint.sdc
export NUM_CORES = 4
export LEC_CHECK = 1
export CORE_UTILIZATION = 40
==> flow/constraint.sdc <==
current_design n_bit_reg

set clk_period 1.0
set clk_io_pct 0.2

create_clock -name clk0 -period $clk_period [get_ports {clk}]

set non_clock_inputs [all_inputs -no_clocks]
set_input_delay [expr $clk_period * $clk_io_pct] -clock clk0 $non_clock_inputs
set_output_delay [expr $clk_period * $clk_io_pct] -clock clk0 [all_outputs]
==> notes.org <==
* Flow results

** Final timing
- Final Worst Setup Slack :: -33.9 ps
- Max Clock Freq :: between 900 and 1000 MHz
- Final Hold Vio Count :: 64
- Final hold analysis gives a worst-case slack of -115 ps.
- After routing, the total negative slack on setup checks comes to -123 ps.
- In the finished design, the share of the clock period the worst path needs comes to 1.03.
- For reference, the final report shows the max-slew violation count at 0.
- Unrepaired setup endpoints after global routing :: true
- After layout, the minimum clock period comes to a little over 1000 ps.
- For the pin with the worst max-slew slack, the measured transition is 316 ps.
- The end-of-flow timing check tallies setup violations at 7.
- In this run the tightest slew margin relative to its limit is 0.789.

** CTS
- Clock Root Buffer :: clkbuf_8
- Clock Path Buffers :: 2
- Clk slew on worst S/H paths :: approximately 60 ps
- In this run the post-CTS setup repair buffer count came out at 0.
- TritonCTS built the clock tree.
- TritonCTS sink count :: 64
- CTS added clock buffers totalling 9.
- The clock H-tree reported by CTS has 3 levels.

** Synth
- Dominant cells by area after synthesis :: dfrtp_1 (100%)
- Most common cell in the synthesized netlist :: dfrtp_1
- Fraction of post-synthesis cell area in the top cell type by area :: 1.00
- Area share of xor/xnor cells in the synthesized design :: 0
- Post-synth seq share :: 1.00
- Most common library cells after synthesis :: dfrtp_1 (64)
- Of the total synthesized cell area, the portion taken by full adders, half adders and majority gates is 0.
- Of the total synthesized cell area, the portion taken by AND-OR and OR-AND cells is 0.
- Share of cell area taken by muxes after synthesis :: 0
- Counting distinct cell types in the post-synthesis netlist gives 1.
- The stat command in Yosys gives a chip area of 1600 um^2.
- Primary flip-flop cell chosen by synthesis mapping :: dfrtp_1
- Register bit count reported by yosys :: between 60 and 70
- Cell type with the highest aggregate area in the netlist :: dfrtp_1
- For this run, asynchronously set or reset flops after synthesis account for 1.00.
- The synthesized netlist occupies a cell area of 1600 um^2.
- Number of flops mapped to enable cells by yosys :: 0
- In this run the mean area of a mapped cell was 25.0 um^2.
- Total cells reported by yosys after synthesis :: 64
- Cell count after synthesis :: 64
- In this run, the synthesized area fraction spent on and/or/nand/nor cells is recorded as 0.
- Yosys warns :: 1

** Drt
- Antenna Diode Count :: 0
- Drt wl/cell :: 17.7 um
- For this block, the via count after detailed routing is 1092.
- Antenna Violating Nets Remaining :: 0
- Dividing the detail-routed via count by the number of cells gives 4.28.
- The script parses the final routing iteration and logs DRC violations as 0.
- According to the report, the first pass of detailed routing completed in 3 iterations.
- Overall routed net length :: 4510 um
- Iteration-0 DRC Markers :: 48

** Power and ir drop
- For this design the total switching power over the nets is 951 uW.
- Internal power :: 4.16 mW
- Of the total power, the share spent switching nets is 0.186.
- Pwr Density :: 1810 nW/um^2
- Fraction of power consumed by the clock network :: 0.379
- The power report attributes to the sequential group a share of 0.539.
- The power report puts the leakage power at 1.35 nW.
- The worst VDD IR drop from the latest analysis is 1290 uV.
- The power report attributes to the combinational group a share of 0.082.
- Post-layout total power :: 5.11 mW

** Placed design
- DPL Wire Length :: just over 3000 um
- The placement report lists the number of port buffers as 129.
- At the end of routability-driven placement, the weighted congestion stood at 0.695.

** Worst setup path
- Buffers plus inverters on the worst setup path :: 1
- Critical path, cell by cell :: buf_2
- The worst setup path is captured at an output port.
- Highest net fanout along the worst path :: 1
- Max incr delay on CP :: about 390 ps
- Cell with the biggest individual delay on the critical path :: dfrtp_1
- The data arrival time reported for the critical path is roughly 830 ps.
- Kind of cell adding the most delay to the critical path :: flip-flops
- Category of the most critical setup path :: register to output port
- Worst EP required :: 800 ps
- STA classifies the critical path startpoint as a register.

** Final layout
- Logic area :: 0 um^2
- For this run, combinational gates with multiple inputs come to 0.
- Register Area :: 1600 um^2
- In the final layout, the fill cell count is between 200 and 300.
- data_out holds more flip-flops than any other register.
- Layout cell share with drive strength beyond 1 :: 0.382
- The register with the most flip-flops in the layout has 64 of them.
- At the end of the flow the core is filled with cells to 0.755.
- Registers with the highest flip-flop counts :: data_out x64
- Between the synthesized netlist and the finished layout, the area growth was recorded as 76.5%.

** GRT
- GR Overflow Total :: 0
- The initial antenna violation count was 0.
- Pin count of the biggest net entering global routing :: 65
- Total GRT Usage :: 0.244
- Via count of the first global-routing pass :: 1209
- The first global-routing pass estimated 6730 um of wire.

** Worst hold path
- In this run the worst hold path is classified as input port to asynchronous set/reset pin.

** Outcome
- The flow ran to the end, but the final reports show violations.
- Violations in the final reports :: negative hold slack, negative setup slack

** Floorplan
- Horiz. Die Dim :: 65.3 um
- According to the floorplan log, the row count is 22.
- Floorplan die area :: 4260 um^2
- Placeable core region :: 3740 um^2
- In this run the vertical extent of the chip is 65.3 um.
- The share of the core area taken by cells at floorplan is 0.428.
- Pin placement for this block handled 130 I/O pins.

** Flow run
- Tool warnings :: 30
- The report counts max-capacitance violations totalling 0.
stage by stage:
step | instances | cell area, um^2 | setup WS (ps)
floorplan | 64 | 1600 | 488
global placement | 242 | 2970 | 22.7
detailed placement | 242 | 2970 | -18.0
CTS | 255 | 2830 | -54.4
global route | 255 | 2830 | -64.5
finish | 255 | 2830 | -33.9
power by group through the flow:
| stage | Clock, mW | Sequential (mW) | Combinational [mW] |
|---|---|---|---|
| CTS | 1.99 | 2.75 | 0.430 |
| global route | 2.09 | 2.76 | 0.462 |
| finish | 1.94 | 2.75 | 0.419 |
final cells by class:
class,count,share of cell area
Tap cell,48,0.0212
Sequential cell,64,0.567
Timing Repair Buffer,130,0.349
Clock buffer,13,0.0633
worst max-delay path by stage:
stage	startpoint	to	slack, ps	cells after the start
after CTS	data_out[49]$_DFF_PN0_	data_out[49]	-50	1
final	data_out[11]$_DFF_PN0_	data_out[11]	-30	1
after global routing	data_out[49]$_DFF_PN0_	data_out[49]	-60	1
repair_timing:
item	in CTS	in global routing
gates resized	195	0
endpoints found under the hold margin	64	64
setup endpoints to repair	64	63
metal layers:
metal  up-vias  track usage  routed length (um)
li1        475            -                   -
met1       518        0.352                1640
met2        89        0.354                2130
met3        10        0.129                 653
met4         0       0.0516                  78
met5         -            0                   0
logic make-up after synthesis:
group,count (synthesis)
flops,64
cell usage in the layout, fill, tap and decap left out, drive strengths merged:
cell / count
buf: 66
dfrtp: 64
clkdlybuf4s50: 64
clkbuf: 13
Power and IR drop assume default switching activity.
