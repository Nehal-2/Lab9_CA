File: flow/constraint.sdc
current_design reg_file

set clk_period 6.6
set clk_io_pct 0.2

create_clock -name clk0 -period $clk_period [get_ports {clk}]

set non_clock_inputs [all_inputs -no_clocks]
set_input_delay [expr $clk_period * $clk_io_pct] -clock clk0 $non_clock_inputs
set_output_delay [expr $clk_period * $clk_io_pct] -clock clk0 [all_outputs]
File: flow/design.v
`timescale 1ns / 1ps
module reg_file #(
    parameter WIDTH = 32
)(
        input logic clk,
        input logic reset_n,
        input logic reg_write,
        input logic [$clog2(WIDTH)-1:0] raddr1,
        input logic [$clog2(WIDTH)-1:0] raddr2,
        input logic [$clog2(WIDTH)-1:0] waddr,
        input logic [WIDTH-1:0] wdata,
        output logic [WIDTH-1:0] rdata1,
        output logic [WIDTH-1:0] rdata2
    );
    logic [WIDTH-1:0] x [0:WIDTH-1];
    always_ff @(posedge clk, negedge reset_n) begin
        if (!reset_n)
            for (int i = 0; i < WIDTH; i++) begin
                x[i] <= 0;
            end
        else if (reg_write)
            x[waddr] <= wdata;
    end
    always_comb begin
        x[0] = 0;
        rdata1 = x[raddr1];
        rdata2 = x[raddr2];
    end
endmodule
File: flow/config.mk
export PLATFORM = sky130hd
export DESIGN_NAME = reg_file
export DESIGN_NICKNAME = reg_file
export VERILOG_FILES = /design/flow/design.v
export SDC_FILE = /design/flow/constraint.sdc
export NUM_CORES = 4
export LEC_CHECK = 1
export CORE_UTILIZATION = 50
File: flow/run.sh
#!/bin/bash
# OpenROAD 26Q1-2900-gdf79404cd8, Yosys 0.63+post, stock flow scripts
make -C /OpenROAD-flow-scripts/flow DESIGN_CONFIG=/design/flow/config.mk WORK_HOME=/design/flow/orfs finish
==> impl_metrics.ini <==
; synthesis and place-and-route metrics
[final_timing]
fin_crit_ps = 6530
rsz0062_at_grt = false
fmax_mhz = 153
slew_headroom_pct = 27.1
hold_viol = 0
tightest_slew_ps = 1090
setup_violations = 0
holdWs_ps = 513
period_used_pct = 98.9
finalClockSkew_ps = 0
timing.final.ws_setup_ps = 73.9
setup_tns_ps = 0
drv_slew = 0

[run]
tool_warnings = 41
max_cap_viol_count = 0

[clocking]
cts_tree = yes
hold_buffers = 0
worstSkewPairLatency_ps = 710
cts.sinks = 992
root_buffer = clkbuf_16
cts_max_level = 3
cts_buffers = 108
clockBufferDepth = 3
cts.repair.resized = 0
path_clk_slew_ps = 60
post-cts-setup-buffer-count = 0

[detailed_routing]
drcViolationCount = 0
drtIter0Drc = 5072
wl_mm = 240
dr.pass1.iters = 7
via_count = 42600
wl_per_cell_um = 41.9
avgViaCountPerCell = 7.43
ant_nets = 0

[power_and_ir_drop]
power_leakage_nw = 26.7
vdd_ir_drop_max_uv = 234
power_mw = 17.2
p_per_area_nw_per_um2 = 296

[synthesis]
post-synth-top-area-fraction_pct = 48.9
ys.flops = 992
avgSynthCellArea_um2 = 12.0
ys_warn_count = 2
synthCells = 4241
synthArstFlopShare_pct = 100
yosysCellCount = 4241
ys_chip_area_um2 = 50800
syn_area_um2 = 50800
yosysUniqueCellTypes = 59
ys_seq_share_pct = 48.9
area_leaders = dfrtp_1 (49%), mux2_2 (21%), a22oi_1 (8.3%), and3_1 (4.7%), clkbuf_1 (2.5%)
flop_cell = dfrtp_1
top_area_cell = dfrtp_1
edf_count = 0

[floorplan]
fp_util_pct = 50.6
core_area_um2 = 100000
num_io_pins = 114
dieArea_um2 = 103000
die_w_um = 321
die_y_um = 321
std_cell_rows = 116

[placed_design]
place_congestion = 1.09
place_ws_ps = 404
io_buffers = 113
dp.cells = 5524
dp_hpwl_mm = 151

[grt]
grt_overflow = 0
grt_first_pass_wirelength_mm = 333
antenna_found_initial = 15
grtUsageTotal_pct = 49.3
grt_max_degree = 117
grt_pass1_vias = 42200

[setup_path]
end_kind = output port
worstSetupPathType = in2out
arrival_ps = 5210
crit_path_start_kind = input pin
critical_path.max_fanout = 27
critPathRequiredTime_ps = 5280

[cells_and_area]
largest_reg_flops = 992
reg.largest.list = x: 992 flops
drive_gt1_share_pct = 36.1
fillers = 8235
area_growth_pct = 14.5
regMostFlops = x
fin_cells = 5734

[worst_hold_path]
hp-class = reg2reg

[status]
status = finished, final reports clean
layer usage:
metal | part of all wire (%) | track usage [%]
met5 | 0.21 | 1.32
met4 | 7.7 | 27.0
met3 | 16 | 28.2
met2 | 40 | 65.5
met1 | 36 | 64.6
cell usage in the layout (no fill, tap or decap), types with 25 or more instances in the layout:
cell             count
a2111oi_2           28
dfrtp_1            992
nand4_1            102
mux2i_1             27
and2_2              31
nand2_1             61
nand3_1            132
mux2_2             969
a222oi_1            27
clkdlybuf4s50_1    111
a2111oi_0           88
clkbuf_16          110
a22oi_1            561
or4_1               55
a22o_1              40
buf_4              259
mux2_1              32
clkbuf_8            25
and3_1             384
cell families after synthesis:
logic type	after synthesis	share of synthesized area [%]
DFF	992	48.9
muxes	1028	22.7
AOI/OAI and AO/OA	832	13.5
and+or+nand+nor	917	10.9
buffers and inverters	472	3.97
synthesized netlist by cell type (7+ instances only):
master	instances
buf_6	20
a22oi_1	561
a32oi_1	11
a2111oi_4	7
nor3_1	11
buf_4	7
nand2b_1	10
a221oi_1	12
a22o_1	40
o22ai_1	20
a2111oi_2	28
and3_1	385
buf_2	45
nor4_1	10
o2bb2ai_1	12
a2111oi_0	88
or4_1	55
nand3_1	133
dfrtp_1	992
mux2_1	32
clkbuf_1	344
mux2i_1	27
a222oi_1	27
nor2b_1	11
and4_1	12
nand2_1	72
nand4_1	102
mux2_2	969
and2_1	35
buf_1	53
nor2_1	29
nand4b_1	11
nor3b_1	8
path summary, 6_finish.rpt:
| check | start | cells after the start | endpoint | slack [ps] |
|---|---|---|---|---|
| setup / recovery | raddr1[1] | 9 | rdata1[13] | 70 |
| max in group asynchronous | reset_n | 3 | x[2][19] | 4140 |
| setup reg to reg | x[4][4] | 1 | x[4][4] | 5730 |
| min in group asynchronous | reset_n | 1 | x[16][22] | 580 |
| hold reg to reg | x[12][9] | 1 | x[12][9] | 510 |
| hold / removal | x[12][9] | 1 | x[12][9] | 510 |
per-stage QoR:
step           area (µm²)  utilization, %
6_report            58100            57.9
5_1_grt             58100            57.9
3_5_place_dp        54400            54.2
2_1_floorplan       50800               -
3_3_place_gp        54400            54.2
4_1_cts             58100            57.9
layout make-up:
class	count	area (µm²)	area share, %
Clock inverter	46	518	0.891
Antenna cell	12	30.0	0.0517
Inverter	2	7.51	0.0129
Timing Repair Buffer	396	3560	6.12
Multi-Input combinational cell	2777	24300	41.8
Clock buffer	152	3160	5.44
Tap cell	1357	1700	2.92
Sequential cell	992	24800	42.7
power by group:
group	internal, mW	switching [mW]	total, mW
Sequential	7.26	1.13	8.39
Clock	3.68	2.65	6.33
Combinational	1.33	1.13	2.46
Total	12.3	4.91	17.2
critical path, stage by stage:
cell and delay, ps:
clkdlybuf4s50_1 620, buf_4 410, nor3b_2 140, and2_2 390, buf_12 250, a2111oi_0 740, nand3_1 230, or4_1 620
clkdlybuf4s50_1 470
Power and IR drop assume default switching activity.
